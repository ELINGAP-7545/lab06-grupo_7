==> design.v <==
module BancoRegistro #(      		  
         parameter BIT_ADDR = 8,   
         parameter BIT_DATO = 4,   
	      parameter   RegFILE= "src/Reg16.men")
	(
    input [BIT_ADDR-1:0] addrRa,
    input [BIT_ADDR-1:0] addrRb,
	 output [BIT_DATO-1:0] datOutRa,
    output [BIT_DATO-1:0] datOutRb,
	 input [BIT_ADDR:0] addrW,
    input [BIT_DATO-1:0] datW,
	 input RegWrite,
    input clk,
    input rst
    );
localparam NREG = 2 ** BIT_ADDR;
reg [BIT_DATO-1: 0] breg [NREG-1:0];
assign  datOutRa = breg[addrRa];
assign  datOutRb = breg[addrRb];
always @(posedge clk) begin
	if (RegWrite == 1)
     breg[addrW] <= datW;
  end
  initial begin
end
endmodule
==> run.sh <==
#!/bin/bash
# OpenROAD 26Q1-2900-gdf79404cd8, Yosys 0.63+post, stock flow scripts
make -C /OpenROAD-flow-scripts/flow DESIGN_CONFIG=/design/flow/config.mk WORK_HOME=/design/flow/orfs finish
==> config.mk <==
export PLATFORM = sky130hd
export DESIGN_NAME = BancoRegistro
export DESIGN_NICKNAME = BancoRegistro
export VERILOG_FILES = /design/flow/design.v
export SDC_FILE = /design/flow/constraint.sdc
export NUM_CORES = 4
export LEC_CHECK = 1
export CORE_UTILIZATION = 50
==> constraint.sdc <==
current_design BancoRegistro

set clk_period 8.2
set clk_io_pct 0.2

create_clock -name clk0 -period $clk_period [get_ports {clk}]

set non_clock_inputs [all_inputs -no_clocks]
set_input_delay [expr $clk_period * $clk_io_pct] -clock clk0 $non_clock_inputs
set_output_delay [expr $clk_period * $clk_io_pct] -clock clk0 [all_outputs]
==> results_slide.txt <==
Key Metrics from the Run

Setup path
  • Required @ worst endpoint: 6.56 ns
  • Crit path max-delay family: buffers and inverters
  • End point of the critical path: datOutRa[2]
  • CP max FO: 25
  • CP arrival: 5.60 ns
  • CP Class: in2out
  • Critical path startpoint category: input port
  • Cell Chain, Critical Path: buf_2 -> buf_4 -> nor3b_1 -> a222oi_1 -> o311a_1 -> o32ai_1 -> a211oi_1 -> buf_4 -> o211ai_1 -> clkdlybuf4s50_1
  • CP endpoint kind: output pin
  • CP Buf/Inv Count: 4
  • Top cell by count, worst path: buf_4
  • Critical path's slowest cell: buf_2
  • Crit. path cell count: 10
  • Crit path largest cell delay: about 0.67 ns
  • CP startpoint: addrRa[2]

Placement
  • Gpl congestion: 0.985
  • Detailed placement HPWL: around 94000 µm
  • Placed Instances: 3910
  • Cell area after placement: 50700 µm²
  • Port buffer count: 37
  • Place WS: 1.04 ns

Route
  • Routed WL: 142000 µm
  • First-pass DRT Iterations: 7
  • Vias per cell: 6.76
  • Routed WL per cell: 34.5 µm
  • Vias: 27.8k
  • First DRT Iteration DRCs: approximately 2.0k
  • Antenna-violating nets left: 0
  • # DRC: 0

Final timing
  • Rel. slew slack: 0.312
  • Setup violators final: 0
  • Final period util: 0.883
  • Actual slew at the worst max-slew pin: 1.03 ns
  • Final WS setup: 0.957 ns
  • Endpoints failing hold: 0
  • Final Max Tran Viols: 0
  • TNS Setup: 0 ns
  • RSZ-0062 raised after global routing: false
  • Fmax: 138 MHz
  • Tmin final: 7.24 ns

Power and ir drop
  • Power Dens Cells: 213 nW/µm²
  • Worst VDD drop: 186 µV
  • Leak pwr: 0.0167 µW

Clock network
  • Hold buffers post-CTS: 0
  • Resized Gates After CTS: 0
  • CTS tree: done
  • Clock sink count: 1024
  • Clock buffer depth: 3
  • Post-CTS Setup Bufs: 0
  • H-tree level count: 3
  • Reg clk slew, reported paths: 0.06 ns
  • Clk root buf: clkbuf_16
  • TritonCTS buffer count: 108

Die
  • Core area: 97000 µm²
  • Core Density at Floorplan: 0.506
  • FP Rows: 114
  • I/O pin cnt: around 40
  • DIE WIDTH: between 300 and 400 µm
  • Die height: 315 µm
  • Die area: 99500 µm²

Synth
  • Synth cell types: 56
  • Asr flop ratio synth: 0
  • Flops & latches, synth: approximately 1k
  • Yosys warning count: 1
  • Area leader share: 0.626
  • Commonest flop: edfxtp_1
  • Yosys Chip Area: 49100 µm²
  • Seq/Total Area, Yosys: 0.626
  • Area leader, netlist: edfxtp_1
  • EDFF count, synth: between 1k and 1.5k
  • Post-synth top cells: edfxtp_1, mux4_2, nor2_1
  • Cells after Synth: between 2k and 3k
  • Top-count cell post-synth: edfxtp_1
  • Mean post-synth cell area: 18.0 µm²
  • Cell area leaders: edfxtp_1, mux4_2, mux2i_1, nor2_1, mux2_2
  • Yosys cell count: between 2k and 3k
  • Synthesized area: 49100 µm²

GRT
  • First-pass GRT wire length: around 210000 µm
  • Gr ovfl total: 0
  • GRT Resource Usage Total: 0.329
  • Vias in the first global route: 31.0k
  • Antenna violations before repair: 7
  • Largest net degree at the start of global routing: about 90

Worst hold path
  • HP Class: in2reg

Flow run
  • OpenROAD warning count: 28
  • MaxCap Viol Count: 0

Final layout
  • Largest Register: breg
  • Syn-to-layout area delta: 10.4%
  • Largest registers: breg: 1024 flops
  • Post-route cell area: 54200 µm²
  • Non-filler instance count after layout: 4112
  • Largest register FFs: between 1k and 1.5k
  • Fraction of layout cells with a size suffix above 1: 0.288

Outcome
  • Status: completed
-- how the worst min path moves through the flow --
stage,startpoint,slack (ns),cells past startpoint,end
4_1_cts,datW[2],1.37,1,breg[69][2]
5_1_grt,datW[1],1.39,1,breg[97][1]
6_report,datW[1],1.39,1,breg[97][1]
-- per-layer routing --
layer / GRT usage / share of wire
met5: 0.0161 / 0.00042
met4: 0.0948 / 0.039
met3: 0.217 / 0.16
met2: 0.467 / 0.47
met1: 0.452 / 0.34
-- metrics by stage --
step                      hold WS, ns  utilization  total power (µW)
after global placement           2.08        0.523              6840
after global routing             1.39        0.559             11900
final                            1.39        0.559             11500
after CTS                        1.37        0.559             11600
after detailed placement         2.11        0.523              6850
after floorplan                  1.74            -              6460
-- logic make-up after synthesis --
family / after synthesis / share of synthesized area
AND-OR/OR-AND: 289 / 0.0440
multiplexers: 676 / 0.260
AND/OR/NAND/NOR: 508 / 0.0451
flip-flops: 1024 / 0.626
buffers and inverters: 228 / 0.0250
-- cell type report --
cell class                      instances  area [µm²]
Multi-Input combinational cell       1473       17100
Tap cell                             1276        1600
Sequential cell                      1024       30700
Inverter                                6        22.5
Fill cell                            7224       42800
Timing Repair Buffer                  131        1210
Clock buffer                          131        2850
Clock inverter                         66         624
Antenna cell                            5        12.5
-- cell usage in the layout (no fill, tap or decap), drive strengths merged, types with 24 or more instances in the layout --
cell type | Yosys | final
edfxtp | 1024 | 1024
mux4 | 473 | 473
nor2 | 285 | 285
mux2i | 142 | 142
clkbuf | 112 | 131
buf | 110 | 107
nand2 | 88 | 88
o221ai | 69 | 69
mux2 | 61 | 61
o22ai | 47 | 47
clkinv | 0 | 44
a21oi | 34 | 34
nand3 | 32 | 32
clkdlybuf4s50 | 0 | 24
-- report_power, final --
part | leakage [µW] | switching (µW) | internal (µW)
Clock | 0.00169 | 2010 | 2780
Sequential | 0.00920 | 4.65 | 5770
Combinational | 0.00583 | 592 | 377
Total | 0.0167 | 2610 | 8930
Power is estimated from default activity; no workload was simulated.
